--- /design/flow/config.mk ---
export PLATFORM = sky130hd
export DESIGN_NAME = cpu
export DESIGN_NICKNAME = cpu
export VERILOG_FILES = /design/flow/design.v
export SDC_FILE = /design/flow/constraint.sdc
export NUM_CORES = 4
export LEC_CHECK = 1
export CORE_AREA = 10 10 84 84
export DIE_AREA = 0 0 94 94
export SYNTH_MEMORY_MAX_BITS = 65536
--- /design/flow/constraint.sdc ---
current_design cpu

set clk_period 3.4
set clk_io_pct 0.2

create_clock -name clk0 -period $clk_period [get_ports {clk}]

set non_clock_inputs [all_inputs -no_clocks]
set_input_delay [expr $clk_period * $clk_io_pct] -clock clk0 $non_clock_inputs
set_output_delay [expr $clk_period * $clk_io_pct] -clock clk0 [all_outputs]
--- /design/flow/design.v ---
`timescale 1ns / 1ps
module cpu (
    input wire clk,                
    input wire rst_n,              
    output reg [18:0] pc,          
    input wire [18:0] data_in,     
    output wire [18:0] data_out,   
    output reg [18:0] address,     
    output reg mem_read,           
    output reg mem_write           
);
    reg [18:0] register_file [0:7];  
    reg [18:0] ir;         
    reg [18:0] alu_out;    
    reg [18:0] alu_a, alu_b;
    reg [18:0] alu_result;
    reg [18:0] memory [0:255];
    always @(*) begin
        case (ir[18:14])  
            5'b00000: alu_result = alu_a + alu_b;         
            5'b00001: alu_result = alu_a - alu_b;         
            5'b00010: alu_result = alu_a & alu_b;         
            5'b00011: alu_result = alu_a | alu_b;         
            5'b00100: alu_result = alu_a << ir[7:0];      
            5'b00101: alu_result = alu_a >> ir[7:0];      
            5'b01000: alu_result = alu_a * alu_b;         
            5'b01001: alu_result = alu_a ^ alu_b;         
            5'b01110: alu_result = ~alu_a;                
            default: alu_result = 19'b0;                  
        endcase
    end
    always @(posedge clk or negedge rst_n) begin
        if (!rst_n) begin
            pc <= 19'b0;   
        end else begin
            ir <= memory[pc];
            alu_a <= register_file[ir[13:11]];   
            if (ir[18:14] < 5'b01100)   
                alu_b <= register_file[ir[10:8]];
            else
                alu_b <= {11'b0, ir[7:0]};   
            alu_out <= alu_result;
            if (ir[18:14] < 5'b01100)   
                register_file[ir[7:5]] <= alu_out;
            pc <= pc + 1;
        end
    end
    always @(posedge clk) begin
        case (ir[18:14])
            5'b01100: begin   
                mem_read <= 1;
                mem_write <= 0;
                address <= alu_out;
                register_file[ir[7:5]] <= data_in;
            end
            5'b01101: begin   
                mem_read <= 0;
                mem_write <= 1;
                address <= alu_out;
            end
            default: begin
                mem_read <= 0;
                mem_write <= 0;
            end
        endcase
    end
    assign data_out = (mem_write) ? register_file[ir[7:5]] : 19'bz;
endmodule
--- /design/flow/run.sh ---
#!/bin/bash
# OpenROAD 26Q1-2900-gdf79404cd8, Yosys 0.63+post, stock flow scripts
make -C /OpenROAD-flow-scripts/flow DESIGN_CONFIG=/design/flow/config.mk WORK_HOME=/design/flow/orfs finish
==> impl_metrics.env <==
# implementation run metrics
export IMPL_status="complete, no violations"
export IMPL_power_density_mw_per_mm2=301
export IMPL_yosysWarningCount=155
export IMPL_drive_gt1_frac=0.0606
export IMPL_setup_viol=0
export IMPL_cp_cell_sequence="clkdlybuf4s50_1"
export IMPL_core_rowCount=26
export IMPL_max_cap_viol_count=0
export IMPL_top_cells_by_area="dfrtp_1 43%, buf_4 27%, xnor2_1 9.6%, xor2_1 4.0%, nand3_1 3.2%"
export IMPL_top_register="pc"
export IMPL_cts_setup_buffers=0
export IMPL_worstHoldStart="pc[18]"
export IMPL_p_sw_mw=0.0788
export IMPL_period_needed_ps=1890
export IMPL_ios=80
export IMPL_die_area_sq_mm=0.00884
export IMPL_period_used=0.555
export IMPL_start_kind="register"
export IMPL_clk_pin_slew_worst_paths_ps=70
export IMPL_seqPwrFrac=0.583
export IMPL_synth_edff_count=0
export IMPL_yosys_area_sq_mm=0.00110
export IMPL_htree_levels=1
export IMPL_grt_pass1_wl_um=3420
export IMPL_port_buffers=20
export IMPL_yosysTopAreaCell="dfrtp_1"
export IMPL_core_area_sq_mm=0.00520
export IMPL_vias_per_cell=3.26
export IMPL_combGateArea_sq_um=459
export IMPL_ys_seq_share=0.432
export IMPL_fill_cells=562
export IMPL_finalWorstSetupSlack_ps=1510
export IMPL_syn_to_final_growth_pct=17.1
export IMPL_grtUsageTotal=0.0467
export IMPL_dp_cells=198
export IMPL_postSynthAreaPerCell_sq_um=10.2
export IMPL_drt_iter0_drc=14
export IMPL_path_class="register to output pin"
export IMPL_vias=658
export IMPL_final_util=0.247
export IMPL_skew_ps=5.06
export IMPL_top_regs="pc x19"
export IMPL_clk_latency_ps=250
export IMPL_setup_tns_ps=0
export IMPL_p_clk_frac=0.395
export IMPL_startpoint="pc[2]"
export IMPL_finalPower_mw=0.388
export IMPL_synthDistinctLibCells=18
export IMPL_hold_path_class="register to register"
export IMPL_antenna_found_initial=0
export IMPL_gp_congestion=0.773
export IMPL_required_ps=2720
export IMPL_fp_dieH_um=94
export IMPL_postRouteAntennaNets=0
export IMPL_clockBufferDepth=2
export IMPL_maxSlewViolCount=0
export IMPL_internal_power_mw=0.309
export IMPL_finalHoldViolCount=0
export IMPL_vdd_ir_drop_max_mv=0.219
export IMPL_gr_total_overflow=0
export IMPL_yosysCellCount=108
export IMPL_largest_reg_flops=19
export IMPL_die_x_um=94
export IMPL_p_sw_frac=0.203
export IMPL_worst_path_buf_inv=1
export IMPL_hpwl_um=1760
export IMPL_top_cells_by_count="40 x buf_4, 19 x dfrtp_1, 12 x xnor2_1"
export IMPL_leakage_nw=0.603
export IMPL_grt_max_degree=20
export IMPL_preCtsSetupSlack_ps=1770
export IMPL_post_cts_resized=0
export IMPL_fp_utilization=0.211
export IMPL_slowest_delay_ps=510
export IMPL_clock_sinks=19
export IMPL_synth_main_ff_cell="dfrtp_1"
export IMPL_diodes=0
export IMPL_fin_cells=202
export IMPL_fmax_ghz=0.530
export IMPL_top_area_frac=0.432
export IMPL_crit_path_max_fanout=6
export IMPL_critPathSlowestCell="clkdlybuf4s50_1"
export IMPL_cts_tree="built"
export IMPL_dr_pass1_iters=4
export IMPL_worstReg2RegStart="pc[0]"
export IMPL_syn_inst=108
export IMPL_seq_area_sq_um=475
export IMPL_wl_per_cell_um=10.5
export IMPL_cts_root_buffer="clkbuf_8"
export IMPL_synth_seq_cells=19
export IMPL_arrival_ps=1210
export IMPL_cpLargestDelayFamily="buffers and inverters"
export IMPL_cts_buffers=3
export IMPL_share_comb_of_total_power=0.023
export IMPL_drcViolationCount=0
export IMPL_rsz0062_at_grt="no"
export IMPL_warnings=44
export IMPL_drt_total_wl_um=2120
export IMPL_netlist_area_sq_mm=0.00110
export IMPL_synth_most_common_cell="buf_4"
export IMPL_grt_pass1_vias=708
export IMPL_async_flop_share=1.00
export IMPL_cts_hold_buf=0
export IMPL_endpoint_kind="output pin"
power groups by stage:
stage                 clock network [mW]  logic [mW]  registers (mW)
final                              0.153     0.00879           0.226
after global routing               0.168      0.0122           0.226
after CTS                          0.158      0.0106           0.226
cell families (layout without fill, tap and decap cells):
family        Yosys count  in the layout  share of synthesized area
fa+ha+maj               1              1                     0.0114
simple gates           27             27                      0.134
flops                  19             19                      0.432
xor+xnor               17             17                      0.135
buf+inv                43             28                      0.283
other cells             1             40                    0.00341
layout make-up:
class                   count  area share
clock buffers               3      0.0321
clock inverters             1     0.00389
inverters                   3     0.00875
multi-input cells          85       0.357
flip-flops and latches     19       0.369
well taps                  70      0.0680
repair buffers             21       0.161
layer usage:
metal  vias up  GRT usage  part of all wire
met4         0    0.00127                 0
li1        318          -                 -
met2        39     0.0622              0.40
met3         0     0.0275              0.12
met5         -          0                 0
met1       301     0.0669              0.49
cell usage in the layout, fill, tap and decap left out:
cell,synthesis,layout
conb_1,1,40
clkdlybuf4s50_1,0,20
dfrtp_1,19,19
xnor2_1,12,12
nand3_1,7,7
nor2_1,5,5
xor2_1,5,5
nand4_1,4,4
nand2_1,4,4
inv_1,3,3
clkbuf_8,0,3
nand4_2,1,1
nor3_1,1,1
and2_1,1,1
nor4_1,1,1
and3_1,1,1
or3_4,1,1
nor2_2,1,1
ha_1,1,1
clkinv_2,0,1
buf_4,40,1
path summary, 6_finish.rpt:
kind | end | slack [ps] | depth (start not counted)
setup / recovery | pc[2] | 1510 | 1
hold / removal | pc[18] | 470 | 1
setup reg to reg | pc[18] | 1780 | 5
hold reg to reg | pc[18] | 470 | 1
max in group asynchronous | pc[3] | 2430 | 2
min in group asynchronous | pc[12] | 760 | 2
per-stage QoR:
stage / instance area [sq um] / hold WS [ps]
after floorplan: 1250 / 384
after global placement: 1240 / 462
after detailed placement: 1240 / 462
after CTS: 1290 / 476
after global routing: 1290 / 507
final: 1290 / 468
worst register-to-register path, cell delays in order (launching register included):
cell and delay (ps):
dfrtp_1 420, ha_1 230, nand4_1 210, nor2_1 320
nand4_1 170, xnor2_1 150
Power is estimated from default activity; no workload was simulated.
